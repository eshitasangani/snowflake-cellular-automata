### design/flow/config.mk
export PLATFORM = sky130hd
export DESIGN_NAME = diffusion_solver
export DESIGN_NICKNAME = diffusion_solver
export VERILOG_FILES = /design/flow/design.v
export SDC_FILE = /design/flow/constraint.sdc
export NUM_CORES = 4
export LEC_CHECK = 1
export CORE_UTILIZATION = 40
### design/flow/run.sh
#!/bin/bash
# OpenROAD 26Q1-2900-gdf79404cd8, Yosys 0.63+post, stock flow scripts
make -C /OpenROAD-flow-scripts/flow DESIGN_CONFIG=/design/flow/config.mk WORK_HOME=/design/flow/orfs finish
### design/flow/constraint.sdc
current_design diffusion_solver

set clk_period 44.0
set clk_io_pct 0.2

create_clock -name clk0 -period $clk_period

set non_clock_inputs [all_inputs -no_clocks]
set_input_delay [expr $clk_period * $clk_io_pct] -clock clk0 $non_clock_inputs
set_output_delay [expr $clk_period * $clk_io_pct] -clock clk0 [all_outputs]
### design/flow/design.v
`timescale 1ns/1ns
module testbench();
reg clk, reset;
initial begin
    clk = 1'b0;
end
always begin
    #10
    clk  = !clk;
end
initial begin
    reset  = 1'b0;
    #10 
    reset  = 1'b1;
    #30
    reset  = 1'b0;
end
reg  [18:0] write_addr_u_curr;
reg  [18:0] write_addr_v_next;
reg  [18:0] read_addr_u_curr;
reg  [18:0] read_addr_v_next;
reg         write_en_u_curr;
reg         write_en_v_next;
reg  signed [17:0] write_data_u_curr;
reg  signed [17:0] write_data_v_next;
wire signed [17:0] read_data_u_curr;
wire signed [17:0] read_data_v_next;
reg signed [17:0] v_next;
reg signed [17:0] v_next_reg;  
reg signed [17:0] u_curr;
reg signed [17:0] u_neighbor_t;
reg signed [17:0] u_neighbor_b;
reg signed [17:0] u_neighbor_l;
reg signed [17:0] u_neighbor_r;
reg signed [17:0] u_neighbor_lc;
reg signed [17:0] u_neighbor_rc;
wire signed [17:0] alpha;
assign alpha = 18'b01_0000000000000000;
wire signed [17:0] beta;
assign beta = 18'b00_0100000000000000;
wire signed [17:0] gamma;
assign gamma = 18'b00_0010000000000000;
wire signed [17:0] u_next_top;
reg  signed [17:0] u_next_reg;  
wire is_frozen;
reg  is_frozen_reg;  
reg  is_frozen_bottom;  
diffusion_solver curr_cell (
    .u_neighbor_0 (u_neighbor_t),  
    .u_neighbor_1 (u_neighbor_b),  
    .u_neighbor_2 (beta),          
    .u_neighbor_3 (beta),          
    .u_neighbor_4 (beta),          
    .u_neighbor_5 (beta),          
    .u_curr       (u_curr),
    .v_next       (v_next),
    .alpha        (alpha),
    .beta         (beta),
    .u_next       (u_next_top),
    .is_frozen    (is_frozen)
);
M10K_1000_8 M10k_u_curr ( 
    .q             (read_data_u_curr), 
    .d             (write_data_u_curr), 
    .write_address (write_addr_u_curr),
    .read_address  (read_addr_u_curr),
    .we            (write_en_u_curr),
    .clk           (clk)
);
M10K_1000_8 M10k_v_next (  
    .q             (read_data_v_next), 
    .d             (write_data_v_next), 
    .write_address (write_addr_v_next),
    .read_address  (read_addr_v_next),
    .we            (write_en_v_next),
    .clk           (clk)
);
reg [4:0] state;
always @(posedge clk) begin
    if (reset) begin
        write_data_u_curr <= beta;
        write_data_v_next <= 18'd0;
        write_addr_u_curr <= 19'd0;
        write_addr_v_next <= 19'd0;
        write_en_u_curr <= 1'd1;
        write_en_v_next <= 1'd1;
        read_addr_u_curr <= 19'd0;
        read_addr_v_next <= 19'd0;
        state  <= 5'd0;
    end
    else begin
        case (state)
            5'd0: begin  
                if (write_addr_u_curr == 19'd3) begin 
                    write_data_u_curr <= 18'd0;
                    write_data_v_next <= 18'b01_0000000000000000 + gamma;
                end
                else if (write_addr_u_curr == 19'd2 || write_addr_u_curr == 19'd4) begin
                    write_data_u_curr <= 18'd0;
                    write_data_v_next <= beta + gamma;
                end
                else begin
                    write_data_u_curr <= beta;
                    write_data_v_next <= 18'd0;
                end
                if (write_addr_u_curr >= 19'd10) begin
                    state <= 5'd1;
                    write_addr_u_curr <= 19'd0;
                    write_addr_v_next <= 19'd0;
                    write_en_u_curr <= 1'd0;
                    write_en_v_next <= 1'd0;
                end
                else begin
                    state <= 5'd0;
                    write_addr_u_curr <= write_addr_u_curr + 19'd1;
                    write_addr_v_next <= write_addr_v_next + 19'd1;
                    write_en_u_curr <= 1'd1;
                    write_en_v_next <= 1'd1;
                end
            end
            5'd1: begin
                u_neighbor_b      <= beta;  
                u_curr            <= read_data_u_curr;
                v_next            <= ((read_data_v_next + gamma) >= 18'b01_0000000000000000)? 18'b01_0000000000000000 : (read_data_v_next + gamma);
                read_addr_u_curr  <= read_addr_u_curr + 19'd1;
                state             <= 5'd2;
            end
            5'd2: begin
                state             <= 5'd3;
            end
            5'd3: begin
                u_neighbor_t <= read_data_u_curr; 
                read_addr_u_curr <= read_addr_u_curr + 19'd1;
                read_addr_v_next <= read_addr_v_next + 19'd1;
                state             <= 5'd4;
            end
            5'd4: begin
                is_frozen_reg <= is_frozen;
                u_next_reg <= u_next_top;  
                v_next_reg <= v_next;                
                u_neighbor_b <= u_curr;
                u_curr <= u_neighbor_t;
                state <= 5'd5;
            end
            5'd5: begin  
                u_neighbor_t <= read_data_u_curr; 
                v_next            <= ((read_data_v_next + gamma) >= 18'b01_0000000000000000)? 18'b01_0000000000000000 : (read_data_v_next + gamma);
                read_addr_u_curr <= read_addr_u_curr + 19'd1;
                read_addr_v_next <= read_addr_v_next + 19'd1;
                state             <= 5'd6;
            end
            5'd6: begin
                if (is_frozen_reg || is_frozen_bottom || is_frozen) begin
                    write_data_v_next <= v_next_reg + u_next_reg;
                    write_data_u_curr <= 18'd0;
                end
                else begin
                    write_data_v_next <= 18'd0;
                    write_data_u_curr <= v_next_reg + u_next_reg;
                end
                write_en_u_curr <= 1'b1;
                write_en_v_next <= 1'b1;
                state <= 5'd7;
            end
            5'd7: begin
                u_neighbor_b <= u_curr;
                u_curr       <= u_neighbor_t;
                is_frozen_bottom <= is_frozen_reg;
                is_frozen_reg    <= is_frozen;
                u_next_reg <= u_next_top;
                v_next_reg <= v_next;
                u_neighbor_t <= (read_addr_u_curr >= 19'd10) ? beta : read_data_u_curr;  
                v_next <= (read_addr_v_next >= 19'd10) ? 18'd0 : (((read_data_v_next + gamma) >= 18'b01_0000000000000000)? 18'b01_0000000000000000 : (read_data_v_next + gamma));  
                if (write_addr_u_curr >= 19'd10) begin
                    write_addr_u_curr <= 19'd0;
                    write_addr_v_next <= 19'd0;
                    read_addr_u_curr  <= 19'd0;
                    read_addr_v_next  <= 19'd0;
                    state             <= 5'd8;
                end
                else begin
                    write_addr_u_curr <= write_addr_u_curr + 19'd1;
                    write_addr_v_next <= write_addr_v_next + 19'd1;
                    read_addr_u_curr  <= (read_addr_u_curr >= 19'd10) ? read_addr_u_curr : (read_addr_u_curr + 19'd1);
                    read_addr_v_next  <= (read_addr_v_next >= 19'd10) ? read_addr_v_next : (read_addr_v_next + 19'd1);
                    state             <= 5'd6;
                end
                write_en_u_curr <= 1'b0;
                write_en_v_next <= 1'b0;
            end
            5'd8: begin  
                state <= 5'd1;
            end
        endcase
    end
end
endmodule
module diffusion_solver (
    input  wire signed [17:0] u_neighbor_0,
    input  wire signed [17:0] u_neighbor_1,
    input  wire signed [17:0] u_neighbor_2,
    input  wire signed [17:0] u_neighbor_3,
    input  wire signed [17:0] u_neighbor_4,
    input  wire signed [17:0] u_neighbor_5,
    input  wire signed [17:0] u_curr,
    input  wire signed [17:0] v_next,  
    input  wire signed [17:0] alpha,
    input  wire signed [17:0] beta,
    output wire signed [17:0] u_next,
    output wire        is_frozen
);
    wire signed [17:0] u_avg_0;
    wire signed [17:0] u_avg_1;
    wire signed [17:0] u_avg_total;
    wire signed [17:0] laplace_out;
    wire signed [17:0] u_next_tmp;
    assign is_frozen = ((u_next + v_next) >= 18'b01_0000000000000000);
    assign u_next_tmp = (u_curr + laplace_out); 
    assign u_next = (u_next_tmp >= 18'b01_0000000000000000) ? 18'b01_0000000000000000 : u_next_tmp;
    signed_mult u_avg_calc0 (  
        .out(u_avg_0),
        .a  (u_neighbor_0+u_neighbor_1+u_neighbor_2),
        .b  (18'b00_0010101010101010)  
    );
    signed_mult u_avg_calc1 (  
        .out(u_avg_1),
        .a  (u_neighbor_3+u_neighbor_4+u_neighbor_5),
        .b  (18'b00_0010101010101010)  
    );
    assign u_avg_total = u_avg_0 + u_avg_1;
    signed_mult laplace_calc (  
        .out(laplace_out),
        .a  (alpha >>> 1),
        .b  (u_avg_total - u_curr)
    );
endmodule
module signed_mult (out, a, b);
	output 	signed  [17:0]	out;
	input 	signed	[17:0] 	a;
	input 	signed	[17:0] 	b;
	wire 	signed	[35:0]	mult_out;
	assign mult_out = a * b;
	assign out = {mult_out[35], mult_out[34:16]};
endmodule
module M10K_1000_8( 
    output reg [17:0] q,
    input [17:0] d,
    input [18:0] write_address, read_address,
    input we, clk
);
    reg [17:0] mem [68266:0]   ;
    always @ (posedge clk) begin
        if (we) begin
            mem[write_address] <= d;
		  end
        q <= mem[read_address];  
    end
endmodule
==> impl_metrics.csv <==
group,metric,value,unit
drt,drc_errors,0,
global_routing,track_usage,20.4,%
finish,ff_count,0,
floorplan,rows,90,
finish,final_layout_top_logic_cells,"inv_1 (702), fa_1 (535), ha_1 (381), clkdlybuf4s50_1 (179), nand2_1 (171)",
drt,viasPerCell,4.89,
timing,worst_pin_slew,1.01,ns
floorplan,die_x,250,µm
setup_path,crit_required,35.20,ns
finish,drive_above_1_share,1.79,%
timing,fin_tns_setup,0,ns
synthesis,ys_cells,2706,
floorplan,core,60500,µm²
drt,via_count,17800,
clock_tree,post_cts_resized,0,
setup_path,crit_top_cell,"fa_1",
synthesis,synth_seq_share,0,%
timing,finalCritPeriodShare,92.2,%
setup_path,setup.worst_path.start_class,"input pin",
timing,slew_viol_final,0,
drt,first_iter_violations,585,
timing,relSlewSlack,31.0,%
setup_path,slowest_stage,"fa_1",
finish,stdcell_area,27400,µm²
setup_path,critPathArrivalTime,31.75,ns
setup_path,slowest_delay,0.71,ns
flow_run,warnings,61,
hold_path,hp-class,"input pin to output port",
floorplan,ioPinCount,199,
timing,max_freq,0.0247,GHz
finish,areaGrowthSynthToFinish,11.5,%
clock_tree,ctsHoldBuffers,0,
timing,setup_violations,0,
finish,clockBufferCount,0,
setup_path,end_kind,"output port",
placement,port_buffers,179,
drt,drt.antenna.violating_nets,0,
drt,antenna_cells,0,
drt,wl_per_cell,15.5,µm
timing,finalWorstSetupSlack,3.45,ns
status,status,"completed",
synthesis,netlist_area,24500,µm²
timing,hold_viol,0,
setup_path,cp_max_fo,31,
global_routing,overflow,0,
flow_run,drv_cap,0,
placement,gp_congestion,0.916,
placement,dp_slack,3.17,ns
placement,placed_cell_area,27400,µm²
synthesis,yosys_area,24500,µm²
floorplan,dieArea,62300,µm²
global_routing,grt_pass1_wl,97.3,mm
floorplan,fp_util,40.6,%
synthesis,ys_types,62,
global_routing,grt_pass1_vias,19400,
clock_tree,post_cts_buffers,0,
synthesis,avgSynthCellArea,9.07,µm²
finish,seq_area,0,µm²
finish,mostFrequentLayoutCell,"inv_1",
placement,hpwl,49.8,mm
timing,rsz0062_at_grt,"false",
setup_path,crit_type,"input pin to output port",
drt,wirelength,56.4,mm
synthesis,syn_inst,2706,
drt,dr.pass1.iters,5,
global_routing,antenna_found_initial,0,
timing,fin_crit,40.55,ns
synthesis,ys_warn_count,0,
global_routing,grt_max_degree,32,
floorplan,die_h,250,µm
==> cells in the mapped netlist, drive strengths merged, types with 2 or more instances <==
library cell	instances	area share [%]
nor3b	6	0.18
or2	4	0.10
xnor2	93	3.3
o211ai	3	0.092
clkinv	2	0.031
a211oi	12	0.39
a311o	2	0.082
xnor3	2	0.19
a311oi	7	0.25
o311ai	9	0.35
and3	9	0.23
ha	381	19
o21bai	25	0.77
inv	702	11
nand2	171	2.6
o21ai	53	1.1
mux2i	2	0.082
nand2b	16	0.41
nand4	26	0.66
nor2b	10	0.26
and2	150	3.8
nand4b	3	0.11
nand3	41	0.84
a2111oi	2	0.071
a21oi	87	1.8
a221o	4	0.16
o311a	2	0.082
xor2	44	1.6
or3	6	0.15
clkbuf	66	1.0
a31oi	17	0.43
fa	535	44
nor2	85	1.3
a21o	52	1.6
nor3	21	0.43
and4	4	0.15
a21boi	3	0.092
o21a	19	0.58
buf	5	0.092
nand3b	10	0.31
==> cells by family (layout without fill, tap and decap cells) <==
logic type / count (synthesis) / count (layout) / synth area share, %
simple gates: 564 / 564 / 11.6
mux: 2 / 2 / 0.0816
buf+inv: 775 / 926 / 11.9
fa+ha+maj: 916 / 916 / 63.1
xor+xnor: 139 / 139 / 5.08
other cells: 1 / 1 / 0.0153
compound gates: 309 / 309 / 8.22
==> cell type report <==
| type | instances | area, µm² |
|---|---|---|
| tap | 782 | 978 |
| inverter | 704 | 2640 |
| fill | 5562 | 33100 |
| timing repair buffer | 222 | 2110 |
| multi-input combinational | 1931 | 21600 |
==> path summary, 6_finish.rpt <==
check / cells after the start / from / slack (ns) / to
min: 3 / v_next[17] / 18.62 / is_frozen
max: 88 / u_neighbor_3[1] / 3.45 / is_frozen
==> routing by layer <==
metal	track usage (%)	up-vias	wire length [µm]
li1	-	8665	-
met1	29.6	8645	24900
met2	33.3	445	27000
met3	5.20	42	3790
met4	1.99	0	734
met5	0	-	0
==> metrics by stage <==
step | hold WS, ns | std cells | utilization [%]
floorplan | 17.64 | 2706 | -
global placement | 18.61 | 3639 | 45.2
CTS | 18.62 | 3639 | 45.2
finish | 18.62 | 3639 | 45.2
detailed placement | 18.61 | 3639 | 45.2
global route | 18.68 | 3639 | 45.2
==> worst max-delay path: cells and delay by family <==
family	cells	cell delay (ns)
AND/OR/NAND/NOR	16	3.07
AND-OR/OR-AND	31	7.11
XOR/XNOR	7	1.62
buffers and inverters	13	2.10
adder cells (fa/ha/maj)	21	8.99
